File: design/flow/design.v
module uart_tx_pattern(
    input clk,
    input rst,
    output reg tx,
    output reg busy,
    output reg [1:0] led  
);
    parameter BAUD_TICK_COUNT = 434;  
    parameter IDLE = 3'b000, START = 3'b001, DATA = 3'b010,
              STOP = 3'b011, CLEANUP = 3'b100;
    reg [2:0] state = IDLE;
    reg [7:0] tx_data;  
    reg [2:0] bit_index = 0;
    reg [15:0] baud_counter = 0;
    reg wr_en = 0;
    reg [23:0] delay_counter = 0;  
    reg [7:0] message [0:16];
    reg [4:0] char_index = 0;  
    initial begin
        message[0]  = "s";
        message[1]  = "a";
        message[2]  = "a";
        message[3]  = "d";
        message[4]  = " ";
        message[5]  = "i";
        message[6]  = "s";
        message[7]  = " ";
        message[8]  = "a";
        message[9]  = " ";
        message[10] = "g";
        message[11] = "o";
        message[12] = "o";
        message[13] = "d";
        message[14] = " ";
        message[15] = "b";
		  message[16] = "o";
        message[17] = "y";
		  message[18] = " ";
		  message[19] = "\r";
    end
    always @(posedge clk or posedge rst) begin
        if (rst) begin
            state <= IDLE;
            tx <= 1'b1;
            busy <= 1'b0;
            baud_counter <= 0;
            bit_index <= 0;
            delay_counter <= 0;
            wr_en <= 0;
            led <= 2'b00;
            char_index <= 0;
        end else begin
            if (state == IDLE && !busy) begin
                if (delay_counter < 5_000_000) begin
                    delay_counter <= delay_counter + 1;
                    wr_en <= 0;
                end else begin
                    wr_en <= 1;
                    delay_counter <= 0;
                end
            end
            case (state)
                IDLE: begin
                    tx <= 1'b1;
                    busy <= 1'b0;
                    if (wr_en) begin
                        tx_data <= message[char_index];  
                        state <= START;
                        busy <= 1'b1;
                        wr_en <= 0;
                        led <= led + 1;
                    end
                end
                START: begin
                    tx <= 1'b0;
                    if (baud_counter < BAUD_TICK_COUNT)
                        baud_counter <= baud_counter + 1;
                    else begin
                        baud_counter <= 0;
                        state <= DATA;
                        bit_index <= 0;
                    end
                end
                DATA: begin
                    tx <= tx_data[bit_index];
                    if (baud_counter < BAUD_TICK_COUNT)
                        baud_counter <= baud_counter + 1;
                    else begin
                        baud_counter <= 0;
                        if (bit_index < 7)
                            bit_index <= bit_index + 1;
                        else
                            state <= STOP;
                    end
                end
                STOP: begin
                    tx <= 1'b1;
                    if (baud_counter < BAUD_TICK_COUNT)
                        baud_counter <= baud_counter + 1;
                    else begin
                        baud_counter <= 0;
                        state <= CLEANUP;
                    end
                end
                CLEANUP: begin
                    if (char_index < 16)
                        char_index <= char_index + 1;
                    else
                        char_index <= 0;  
                    state <= IDLE;
                end
                default: state <= IDLE;
            endcase
        end
    end
endmodule
File: design/flow/run.sh
#!/bin/bash
# OpenROAD 26Q1-2900-gdf79404cd8, Yosys 0.63+post, stock flow scripts
make -C /OpenROAD-flow-scripts/flow DESIGN_CONFIG=/design/flow/config.mk WORK_HOME=/design/flow/orfs finish
File: design/flow/config.mk
export PLATFORM = sky130hd
export DESIGN_NAME = uart_tx_pattern
export DESIGN_NICKNAME = uart_tx_pattern
export VERILOG_FILES = /design/flow/design.v
export SDC_FILE = /design/flow/constraint.sdc
export NUM_CORES = 4
export LEC_CHECK = 1
export CORE_UTILIZATION = 40
File: design/flow/constraint.sdc
current_design uart_tx_pattern

set clk_period 2.8
set clk_io_pct 0.2

create_clock -name clk0 -period $clk_period [get_ports {clk}]

set non_clock_inputs [all_inputs -no_clocks]
set_input_delay [expr $clk_period * $clk_io_pct] -clock clk0 $non_clock_inputs
set_output_delay [expr $clk_period * $clk_io_pct] -clock clk0 [all_outputs]
==> flow_metrics.py <==
# Auto-generated metrics
metrics = {
    "power": {
        "power.total_mw": 1.82,
        "powerDensity_nw_per_um2": 498,
        "vdd_ir_drop_max_mv": 0.261,
        "p_leak_nw": 1.57,
    },
    "worst_setup_path": {
        "slowest_stage": "or4_4",
        "slowest_delay_ns": 0.69,
        "rrSetupSlack_ns": 0.48,
        "cp_data_arrival_time_ns": 2.55,
        "crit_cells": 5,
        "cp_top_family": "simple AND/OR/NAND/NOR gates",
        "endpoint_kind": "flop",
        "reg2reg_to": "delay_counter[18]$_DFFE_PP0P_",
        "critPathRequiredTime_ns": 3.03,
        "cp_cell_sequence": "or4_4 -> nor4_4 -> nand4_1 -> xor2_1 -> nor2_2",
        "timing.rr.start": "state[2]$_DFFE_PP0P_",
        "crit_buf_inv": 0,
        "startpoint_type": "flop",
        "r2r_cells": 5,
        "critPathMaxFanout": 13,
        "path_class": "flop to flop",
    },
    "clock_tree": {
        "clock_sinks": 62,
        "cts_max_level": 3,
        "cts_hold_buf": 0,
        "clockRootBuffer": "clkbuf_8",
        "cts_tree": "built",
        "clockBufferDepth": 2,
        "cts_repair_resize_count": 0,
        "post_cts_buffers": 0,
        "clkLatencyLatePin_ns": 0.34,
        "cts_buffers": 9,
        "clkTransAtPathRegs_ns": 0.08,
    },
    "global_routing": {
        "antenna_found_initial": 0,
        "gr-total-overflow": 0,
        "groute.usage.overall_pct": 15.8,
        "grt_max_degree": 57,
        "grt_pass1_wl_um": 10600,
        "grt_pass1_vias": 2303,
    },
    "place": {
        "hpwl_um": 3890,
        "io_buffers": 5,
        "dp_worst_setup_slack_ns": 0.532,
        "gp_congestion": 0.842,
        "dp_cells": 442,
    },
    "worst_hold_path": {
        "hp-start": "led[1]$_DFFE_PP0P_",
        "whs_path_depth": 1,
        "hold_path_class": "flop to flop",
        "hold_end": "led[1]$_DFFE_PP0P_",
    },
    "synthesis": {
        "syn_area_sq_um": 3280,
        "ys_ff": 62,
        "yosysChipArea_sq_um": 3280,
        "synthFlopType": "dfrtp_1",
        "yosysSeqAreaShare_pct": 48.3,
        "synth.distinct_cells": 50,
        "synth-async-reset-ratio_pct": 90.3,
        "edf_count": 6,
        "syn_area_per_cell_sq_um": 9.58,
        "syn_inst": 342,
        "yosysWarnings": 1,
        "ys_cells": 342,
    },
    "final_timing": {
        "setup_ws_ns": 0.479,
        "slew_headroom_pct": 48.4,
        "setup_tns_ns": 0,
        "tightest_slew_ns": 0.771,
        "rsz0062_at_grt": "false",
        "clock_skew_ns": 0.0136,
        "fmax_ghz": 0.431,
        "min_period_ns": 2.32,
        "final_max_slew_viol_count": 0,
        "final_hold_viol_count": 0,
        "finalSetupViolCount": 0,
        "finalClockPeriodUsage_pct": 82.9,
    },
    "detailed_routing": {
        "firstDrtPassIters": 6,
        "drc": 0,
        "wire_per_inst_um": 12.8,
        "wl_um": 5880,
        "vias": 2419,
        "num_antenna_cells": 0,
        "vias_per_cell": 5.28,
        "drtIter0Drc": 139,
        "ant_nets": 0,
    },
    "finish": {
        "layout.cells.non_filler": 458,
        "area_growth_pct": 11.7,
        "fin_util_pct": 46.9,
        "drive_above_1_share_pct": 9.55,
        "fillers": 721,
    },
    "floorplan": {
        "fp_util_pct": 42.0,
        "chipArea_sq_um": 8560,
        "die_h_um": 92.5,
        "core_sq_um": 7810,
        "io_pins": 6,
        "die_w_um": 92.5,
        "rows": 32,
    },
    "flow_run": {
        "warnings": 30,
        "max_cap_violations": 0,
    },
    "status": {
        "outcome": "finished, final reports clean",
    },
}
-- power breakdown --
part | internal (mW) | total, mW | switching (mW)
Sequential | 0.905 | 0.905 | 0
Combinational | 0.00434 | 0.0205 | 0.0161
Clock | 0.513 | 0.896 | 0.383
-- registers in the layout, summed over array words and instances, names as in the netlist --
| name | cells |
|---|---|
| char_index | 5 |
| led | 2 |
| tx_data | 6 |
| delay_counter | 24 |
| busy | 1 |
| bit_index | 3 |
| wr_en | 1 |
| baud_counter | 16 |
| state | 3 |
| tx | 1 |
-- how the worst max path moves through the flow --
stage | start | to | slack [ns]
CTS | state[2]$_DFFE_PP0P_ | delay_counter[18]$_DFFE_PP0P_ | 0.47
global route | state[2]$_DFFE_PP0P_ | delay_counter[18]$_DFFE_PP0P_ | 0.36
finish | state[2]$_DFFE_PP0P_ | delay_counter[18]$_DFFE_PP0P_ | 0.48
-- synth_stat cells (all sizes together), types with 2 or more instances --
library cell	n	area, sq um
xnor2	8	70.1
xor2	17	149
dfrtp	55	1380
a31oi	7	43.8
clkbuf	6	22.5
o21a	2	15.0
nand2	38	143
ha	11	138
nand3	18	90.1
o211ai	2	15.0
nor4	5	61.3
a21oi	12	60.1
a211oi	2	15.0
or2	4	25.0
o31ai	4	30.0
and3	6	37.5
nor2b	3	18.8
nand2b	4	25.0
a211o	4	35.0
or4	3	26.3
mux4	2	45.0
edfxtp	6	180
o21ai	18	90.1
nor3	10	60.1
inv	16	60.1
mux2	2	22.5
buf	4	32.5
o22ai	2	12.5
nand4	8	50.1
nor2	49	189
-- stage by stage --
stage	hold slack (ns)	cell area, sq um
after floorplan	0.424	3280
after global placement	0.483	3430
after detailed placement	0.482	3430
after CTS	0.501	3660
after global routing	0.521	3660
final	0.499	3660
-- metal layers --
layer / up-vias / wire, um / track usage [%]
li1: 1217 / - / -
met1: 1152 / 2960 / 25.6
met2: 42 / 2600 / 23.2
met3: 8 / 254 / 4.01
met4: 0 / 61 / 1.56
met5: - / 0 / 0
-- layout by cell type (no fill, tap or decap), drive strengths merged, types with 10 or more instances in the layout --
cell type / Yosys / routed
xor2: 17 / 17
nor3: 10 / 10
o21ai: 18 / 18
dfrtp: 55 / 55
inv: 16 / 19
nor2: 49 / 49
a21oi: 12 / 12
ha: 11 / 11
nand3: 18 / 18
nand2: 38 / 38
-- cell type report --
cell class / instances / area, sq um / area share [%]
clock buffers: 9 / 124 / 3.38
flip-flops and latches: 62 / 1580 / 43.2
clock inverters: 7 / 103 / 2.80
well taps: 102 / 128 / 3.49
multi-input cells: 254 / 1580 / 43.1
inverters: 16 / 60.1 / 1.64
repair buffers: 8 / 85.1 / 2.32
-- cell families after synthesis --
family / after synthesis / share of synthesized area, %
AND/OR/NAND/NOR: 154 / 23.6
flip-flops: 62 / 48.3
AND-OR/OR-AND: 59 / 11.4
buffers and inverters: 26 / 3.51
XOR/XNOR: 25 / 6.68
adder cells (fa/ha/maj): 11 / 4.20
multiplexers: 5 / 2.37
Power figures rest on the tool's default switching activity, not on a simulated workload.
